--- flow/run.sh ---
#!/bin/bash
# OpenROAD 26Q1-2900-gdf79404cd8, Yosys 0.63+post, stock flow scripts
make -C /OpenROAD-flow-scripts/flow DESIGN_CONFIG=/design/flow/config.mk WORK_HOME=/design/flow/orfs finish
--- flow/config.mk ---
export PLATFORM = sky130hd
export DESIGN_NAME = PE
export DESIGN_NICKNAME = PE
export VERILOG_FILES = /design/flow/design.v
export SDC_FILE = /design/flow/constraint.sdc
export NUM_CORES = 4
export LEC_CHECK = 1
export CORE_UTILIZATION = 40
--- flow/constraint.sdc ---
current_design PE

set clk_period 11.8
set clk_io_pct 0.2

create_clock -name clk0 -period $clk_period [get_ports {clk}]

set non_clock_inputs [all_inputs -no_clocks]
set_input_delay [expr $clk_period * $clk_io_pct] -clock clk0 $non_clock_inputs
set_output_delay [expr $clk_period * $clk_io_pct] -clock clk0 [all_outputs]
--- flow/design.v ---
`timescale 1ns / 100ps
`timescale 1ns / 100ps
module PE (
  input wire clk,
  input wire rst_n,
  input wire en_store,
  input wire [7-1:0] in,
  input wire [15-1:0] psum_in,
  output reg [15-1:0] psum_out
);
  reg [7-1:0] weight, weight_next;
  always @(posedge clk or negedge rst_n) begin
    if(rst_n == 0) begin
      weight <= 8'd0;
    end
    else begin
      weight <= weight_next;
    end
  end
  always @* begin
    if(en_store) begin
      weight_next = in;
      psum_out = 32'd0;
    end
    else begin
      weight_next = weight;
      psum_out = {{(15-7){weight[7-1]}}, weight} * {{(15-7){in[7-1]}}, in} + psum_in;
    end
  end
endmodule
==> deck_impl_summary.md <==
Implementation Results

Synthesis
  – Synthesis area per yosys: between 0.002 and 0.003 sq mm
  – Sequential fraction of the synthesis area: 6.087%
  – Number of enable flip-flop cells: 0
  – Flops out of synthesis: 7
  – Dominant register cell: dfrtp_1
  – Ys async rst share: around 100%
  – Synth warnings: 1
  – Post-synthesis cell count: 337
  – Cell Type Count: 35
  – Post-Synthesis Cell Area: around 0.0029 sq mm
  – Cell count in the Yosys report: 337
  – Syn_area_per_cell: ~8.5 sq um

Critical path
  – Critical Path AT: approximately 8400 ps
  – R2R cell count: 1
  – Maximum fanout along the worst path: 8
  – Crit start category: input pin
  – CP Data Required Time: roughly 9400 ps
  – Element type at the critical path end: primary output
  – Crit path kind: input pin to primary output

Clock network
  – CTS Buf Count: 3
  – CTS Buffer Depth: 2
  – Clock sinks: 7
  – Post-CTS setup repair buffer count: 0
  – Post-CTS sizing: 0
  – CTS tree: done
  – Reg clk slew, reported paths: approximately 40 ps
  – Clock Latency Late Sink: 220 ps
  – Htree depth: 1
  – CTS Root Cell: clkbuf_8
  – CTS Hold Bufs: 0

Finish
  – Max FFs per register: 7
  – # fillers: approximately 670
  – Fraction of layout cells with a size suffix above 1: ~4.5%
  – Final Non-Filler Cells: 475
  – Layout Area Growth over Synthesis: 19.30%
  – Biggest register: weight
  – Regs by FF count: weight x7

Hold path
  – Hold Path Cell Cnt: 1
  – Kind of path behind the tightest hold check: register to register

Die
  – Die height: 86.82 um
  – # rows: 30
  – Die x size: 86.82 um
  – Fp util: between 40% and 50%
  – Area of the core: between 0.006 and 0.007 sq mm
  – Die Area: 0.007538 sq mm
  – Io pins: approximately 40

Final timing
  – RSZ-0062 raised after global routing: no
  – F_max: 93.36 MHz
  – Setup TNS Final: 0 ps
  – Rel. slew slack: 65.68%
  – Setup Skew: 0 ps
  – Worst-margin pin slew: a little over 500 ps
  – Tmin final: between 10000 and 15000 ps
  – Fin Hold WS: 650.5 ps
  – Setup violators final: 0
  – Final hold viol count: 0
  – Slew Limit Fails: 0
  – Fin crit share: around 91%

Route
  – Routed vias: ~2.3k
  – Post-DRT Antenna Nets: 0
  – Drt first pass iters: 4
  – Avg WL per Cell: 10.56 um
  – # DRC: 0
  – DR iter-0 viols: approximately 68
  – Via density: 4.760
  – Final wirelength: between 5000 and 6000 um
  – Antenna cells: 0

GRT
  – Antenna violations before repair: 0
  – Pin count of the biggest net entering global routing: 23
  – GRT overflow: 0
  – Vias in the first global route: around 2.1k
  – All-Layer GR Usage: between 10 and 15%
  – Global-route wire length before repair: 8845 um

Run
  – Max-Cap Viols: 0
  – OpenROAD warning count: 25

Run status
  – Status: finished clean

Placement
  – DP Cell Count: around 470
  – GPL Wtd Cong: slightly above 0.8
  – HPWL after DPL: 4430 um
  – Port bufs: 39
worst max-delay path, cell delays in order:
cell and delay [ps]:
clkdlybuf4s50_1 540, and2_1 250, fa_1 530, inv_1 50, fa_1 470, inv_1 50
fa_1 530, inv_1 50, fa_1 530, inv_1 40, ha_1 320, inv_1 80
o21bai_1 100, a2111oi_2 430, o31ai_1 130, a21oi_1 180, xnor2_1 100, ha_1 350
and2_1 160, nand3_1 80, o21ai_0 210, xnor3_1 250, nor2_1 90, clkdlybuf4s50_1 450
per-stage QoR:
step,utilization [%],worst slack [ps],instance area [sq um]
after detailed placement,49.33,1046,3388
after floorplan,-,2490,2878
after CTS,49.98,1037,3433
final,49.98,1089,3433
after global placement,49.33,1059,3388
after global routing,49.98,600.4,3433
cells in the final DEF, fill, tap and decap left out, types with 9 or more instances in the layout:
cell type        netlist  final
xor2_1                 9      9
o21ai_0               11     11
fa_1                  40     40
ha_1                  42     42
a21oi_1               13     13
clkdlybuf4s50_1        0     39
inv_1                 73     73
nand2_1               18     18
xnor2_1               13     13
nor2_1                33     33
and2_1                31     31
worst paths after layout:
kind / start / endpoint / slack, ps
max: in[3] / psum_out[14] / 1090
min: weight[0] / weight[0] / 650
max reg2reg: weight[2] / weight[2] / 10920
min reg2reg: weight[0] / weight[0] / 650
max in group asynchronous: rst_n / weight[4] / 9180
min in group asynchronous: rst_n / weight[1] / 2390
cells in the mapped netlist (3+ instances only):
master / instances / area (sq um)
inv_1: 73 / 274.0
ha_1: 42 / 525.5
fa_1: 40 / 800.8
nor2_1: 33 / 123.9
and2_1: 31 / 193.9
nand2_1: 18 / 67.56
a21oi_1: 13 / 65.06
xnor2_1: 13 / 113.9
o21ai_0: 11 / 55.05
xor2_1: 9 / 78.83
dfrtp_1: 7 / 175.2
mux2_2: 7 / 78.83
a21o_1: 5 / 37.54
nor3_1: 5 / 25.02
nor2b_1: 3 / 18.77
o21bai_1: 3 / 22.52
cells by family (layout without fill, tap and decap cells):
logic type	Yosys count	in the layout	synth area share (%)
AND/OR/NAND/NOR	96	96	16.30
adder cells (fa/ha/maj)	82	82	46.09
XOR/XNOR	24	24	8.044
buffers and inverters	75	117	9.783
multiplexers	7	7	2.739
flip-flops	7	7	6.087
AND-OR/OR-AND	46	46	10.96
metal layers:
| metal | vias up | GRT usage, % | routed length, um |
|---|---|---|---|
| met2 | 45 | 25.34 | 2372 |
| met1 | 1064 | 23.44 | 2503 |
| met3 | 2 | 0.7729 | 115 |
| met5 | - | 0 | 0 |
| met4 | 0 | 0.6061 | 25 |
| li1 | 1150 | - | - |
layout make-up:
| type | count | area [sq um] | share of cell area, % |
|---|---|---|---|
| Inverter | 73 | 274.0 | 7.981 |
| Clock buffer | 4 | 45.04 | 1.312 |
| Tap cell | 96 | 120.1 | 3.499 |
| Timing Repair Buffer | 40 | 397.9 | 11.59 |
| Multi-Input combinational cell | 255 | 2421 | 70.52 |
| Sequential cell | 7 | 175.2 | 5.102 |
